==> flow/design.v <==
module aes_gcm_wrapper #(
    parameter TAG_WIDTH = 128,
    parameter KEY_WIDTH = 128,
    parameter IV_WIDTH  = 96
)(
    input  wire                 clk,
    input  wire                 rst,
    input  wire                 mode,         
    input  wire [KEY_WIDTH-1:0] key,
    input  wire [IV_WIDTH-1:0]  iv,
    input  wire                 in_valid,
    input  wire [7:0]           in_byte,
    input  wire                 frame_end,    
    output reg                  in_ready,
    output reg                  out_valid,
    output reg  [7:0]           out_byte,
    input  wire                 out_ready,
    output reg  [TAG_WIDTH-1:0] tag_out,
    output reg                  tag_valid,
    input  wire [TAG_WIDTH-1:0] tag_in,
    input  wire                 tag_in_valid,
    output reg                  tag_ok,
    output reg                  busy
);
    localparam BLOCK_BYTES = 16;
    localparam BLOCK_BITS  = 128;
    reg [BLOCK_BITS-1:0] block_buf;
    reg [3:0]            block_cnt;  
    reg                  block_has_data;
    reg                  block_last_flag;
    reg                  core_in_valid;
    reg  [BLOCK_BITS-1:0] core_in_block;
    reg                  core_in_last;
    wire                 core_in_ready;
    wire                 core_out_valid;
    wire [BLOCK_BITS-1:0] core_out_block;
    wire                 core_out_last;
    wire                 core_tag_valid;
    wire [TAG_WIDTH-1:0] core_tag;
    reg                  core_start;
    reg                  core_mode;  
    reg  [KEY_WIDTH-1:0] core_key;
    reg  [IV_WIDTH-1:0]  core_iv;
    reg [3:0]            out_byte_idx;
    reg [BLOCK_BITS-1:0] out_block_reg;
    reg                  out_block_pending;
    typedef enum reg [2:0] {
        S_IDLE = 3'd0,
        S_ACC  = 3'd1,
        S_SEND = 3'd2,
        S_WAIT = 3'd3,
        S_DRAIN= 3'd4
    } state_t;
    state_t state, next_state;
    always @(posedge clk) begin
        if (rst) begin
            core_mode <= 1'b0;
            core_key  <= {KEY_WIDTH{1'b0}};
            core_iv   <= {IV_WIDTH{1'b0}};
            core_start <= 1'b0;
        end else begin
            core_mode <= mode;
            core_key  <= key;
            core_iv   <= iv;
            core_start <= 1'b0;  
        end
    end
    always @(posedge clk) begin
        if (rst) begin
            block_buf <= {BLOCK_BITS{1'b0}};
            block_cnt <= 4'd0;
            block_has_data <= 1'b0;
            block_last_flag <= 1'b0;
            in_ready <= 1'b1;
        end else begin
            if (in_valid && in_ready) begin
                block_buf <= {block_buf[BLOCK_BITS-9:0], in_byte};
                block_cnt <= block_cnt + 1;
                block_has_data <= 1'b1;
                block_last_flag <= frame_end;
                if (block_cnt == (BLOCK_BYTES - 1)) begin
                    in_ready <= 1'b0;
                end
            end
            if (!in_valid && !in_ready && block_cnt == 0) begin
                in_ready <= 1'b1;
            end
        end
    end
    always @(*) begin
        next_state = state;
        case (state)
            S_IDLE: begin
                if (block_has_data) next_state = S_ACC;
            end
            S_ACC: begin
                if ((block_cnt == BLOCK_BYTES) || (block_last_flag && block_has_data)) begin
                    next_state = S_SEND;
                end
            end
            S_SEND: begin
                if (core_in_ready) next_state = S_WAIT;
            end
            S_WAIT: begin
                if (core_out_valid) next_state = S_DRAIN;
            end
            S_DRAIN: begin
                if (!out_block_pending && !block_has_data) next_state = S_IDLE;
                else if (!out_block_pending && block_has_data) next_state = S_ACC;
            end
            default: next_state = S_IDLE;
        endcase
    end
    always @(posedge clk) begin
        if (rst) begin
            state <= S_IDLE;
            core_in_valid <= 1'b0;
            core_in_block <= {BLOCK_BITS{1'b0}};
            core_in_last <= 1'b0;
            out_block_pending <= 1'b0;
            out_block_reg <= {BLOCK_BITS{1'b0}};
            out_byte_idx <= 4'd0;
            out_valid <= 1'b0;
            out_byte <= 8'd0;
            busy <= 1'b0;
            tag_out <= {TAG_WIDTH{1'b0}};
            tag_valid <= 1'b0;
            tag_ok <= 1'b0;
        end else begin
            state <= next_state;
            core_in_valid <= 1'b0;
            core_in_last  <= 1'b0;
            tag_valid <= 1'b0;
            case (next_state)
                S_IDLE: begin
                    busy <= 1'b0;
                    in_ready <= 1'b1;
                end
                S_ACC: begin
                    busy <= 1'b1;
                    in_ready <= (block_cnt < BLOCK_BYTES);
                end
                S_SEND: begin
                    core_in_block <= block_buf;
                    core_in_valid <= 1'b1;
                    core_in_last  <= block_last_flag;
                    block_buf <= {BLOCK_BITS{1'b0}};
                    block_cnt <= 4'd0;
                    block_has_data <= 1'b0;
                    block_last_flag <= 1'b0;
                    in_ready <= 1'b1;
                end
                S_WAIT: begin
                    busy <= 1'b1;
                end
                S_DRAIN: begin
                    if (core_out_valid && !out_block_pending) begin
                        out_block_reg <= core_out_block;
                        out_block_pending <= 1'b1;
                        out_byte_idx <= 4'd0;  
                        if (core_tag_valid) begin
                            tag_out <= core_tag;
                            tag_valid <= 1'b1;
                        end
                        if (mode && core_tag_valid && tag_in_valid) begin
                            tag_ok <= (core_tag == tag_in);
                        end
                    end
                    if (out_block_pending) begin
                        if (!out_valid || (out_valid && out_ready)) begin
                            out_valid <= 1'b1;
                            out_byte <= out_block_reg[BLOCK_BITS-1 - (out_byte_idx*8) -: 8];
                            out_byte_idx <= out_byte_idx + 1;
                            if (out_byte_idx == (BLOCK_BYTES - 1)) begin
                                out_block_pending <= 1'b0;
                                out_valid <= 1'b0;  
                            end
                        end
                    end else begin
                        out_valid <= 1'b0;
                    end
                end
            endcase
        end
    end
    assign core_in_ready  = 1'b1;
    assign core_out_valid = 1'b0;
    assign core_out_block = {BLOCK_BITS{1'b0}};
    assign core_out_last  = 1'b0;
    assign core_tag_valid = 1'b0;
    assign core_tag       = {TAG_WIDTH{1'b0}};
endmodule
==> flow/run.sh <==
#!/bin/bash
# OpenROAD 26Q1-2900-gdf79404cd8, Yosys 0.63+post, stock flow scripts
make -C /OpenROAD-flow-scripts/flow DESIGN_CONFIG=/design/flow/config.mk WORK_HOME=/design/flow/orfs finish
==> flow/config.mk <==
export PLATFORM = sky130hd
export DESIGN_NAME = aes_gcm_wrapper
export DESIGN_NICKNAME = aes_gcm_wrapper
export VERILOG_FILES = /design/flow/design.v
export SDC_FILE = /design/flow/constraint.sdc
export NUM_CORES = 4
export LEC_CHECK = 1
export CORE_AREA = 10 10 201 201
export DIE_AREA = 0 0 211 211
==> flow/constraint.sdc <==
current_design aes_gcm_wrapper

set clk_period 1.2
set clk_io_pct 0.2

create_clock -name clk0 -period $clk_period [get_ports {clk}]

set non_clock_inputs [all_inputs -no_clocks]
set_input_delay [expr $clk_period * $clk_io_pct] -clock clk0 $non_clock_inputs
set_output_delay [expr $clk_period * $clk_io_pct] -clock clk0 [all_outputs]
==> run notes <==
From the run reports.

- The class of the tightest hold or removal check is reg -> reg.
- The synthesis report lists the most area-consuming cells as buf_4, dfxtp_1, nor2b_1.
- The tool flagged a number of max-cap violations equal to 0.
- The final timing report lists clock skew as 1.16 ps.
- Antenna repair during routing inserted a diode count of 0.
- The setup slack of the worst register-to-register path reads 530 ps.
- In the routed design, unresolved DRC markers number 0.
- The worst-path maximum fanout is 2.
- After floorplanning, the die was sized to cover 44500 sq um.
- The slowest cell on the critical path is dfxtp_2.
- The post-cts hold-fix buffer tally is 0.
- The peak supply drop is 405 uV.
- The wire length after detailed routing reads 2030 um.
- The number of failing setup endpoints in the final timing report is 0.
- The category of the worst setup path capture point reads a primary output.
- The worst hold path startpoint reads state[0].
- The number of distinct standard cells referenced by the synthesized netlist is 8.
- The die boundary height is 211 um.
- The number of cells in the finished layout apart from fillers is 620.
- The cell depth of the worst setup path is 1.
- The insertion delay at the late pin of the worst-skew pair reads 220 ps.
- At the end of routability-driven placement, the weighted congestion stood at 0.536.
- The total leakage power reads 0.000555 uW.
- For the finished layout, the period the worst path requires is 996 ps.
- Across all hold checks on the routed design, the worst slack comes to 443 ps.
- The endpoint of the worst-slack reg-to-reg timing path reads busy.
- The setup total negative slack reads 0 ps.
- The leading cell type in the layout, fill and taps excluded is conb_1.
- The flow ran to the end, and the final reports show no timing, DRC or antenna violations.
- The data required time reported for the critical path is 960 ps.
- The post-synthesis cell area is 1200 sq um.
- The number of global-route vias before repair is 927.
- The launch point of the worst reg-to-reg path reads state[0].
- The category of the worst setup path launch point is a flop.
- Across all layers, the routed design uses 515 vias.
- The number of port buffers is 2.
- The highest clock rate this design can be run at is 1.00 GHz.
- The logs give a warning total of 390.
- Of the post-synthesis cell area, the dominant cell type holds 87.6%.
- The clock root buffer reads clkbuf_16.
- TritonCTS built the clock tree.
- The starting density of the core is 3.36%.
- The mean routed wirelength per cell reads 3.27 um.
- The delay of the slowest cell on the worst path is 300 ps.
- The layer with the highest usage reads met1.
- The met1 global-route usage reads 1.26%.
- The area of all placed cells without fillers is 1340 sq um.
- The global-route track usage on met2 reads 0.421%.
- For this run, the register share of the synthesized area comes to 8.34%.
- The Yosys warning count reads 14.
- The count of routing violations after the opening detailed-route iteration reads 3.
- The area added between synthesis and finish is 11.9%.
- The fraction of final layout cells with drive strength greater than 1 reads 2.52%.
- Synthesis produced a netlist whose cell count is 155.
- In this run the number of H-tree levels came out at 1.
- The worst hold path stage count reads 1.
- The flow reported a cell area power density of 553 nW/um^2.
- The met3 track demand over resource in global routing reads 0.559%.
- Per the final timing report, the hold violations number 0.
- The cell count listed in synth_stat.txt is 155.
- The signal arrival time at the worst endpoint reads 760 ps.
- The wire length of the first global-routing pass reads 2830 um.
- The number of ports placed on the die boundary is 508.
- The instance area after placement is 1260 sq um.
- The register area is 101 sq um.
- The number of fill cells reads 4244.
- The leftover overflow at the end of global routing reads 0.
- The die width reads 211 um.
- Setup repair after global routing left no endpoint under its margin.
- The worst reg-to-reg path cell count reads 2.
- Per the cell usage report, the commonest logic cells after layout are conb_1, dfxtp_1, clkbuf_16.
- Among cell families on the critical path, the largest total delay comes from flip-flops.
- The critical path goes through dlygate4sd2_1.
- The post-synthesis area per instance is 7.74 sq um.
- The number of antenna violations at the first check in global routing is 0.
- According to the floorplan log, the row count is 69.
- The global-route usage over all layers is 0.689%.
- In the log, the iteration count for the first detailed-route pass is 2.
- The total core area is 35700 sq um.
- The total clock buffers created by CTS is 3.
- The multi-input combinational cells in the finished layout cover a total of 567 sq um.
- The cell type with the largest total area after synthesis reads buf_4.
- Dividing the detail-routed via count by the number of cells gives 0.831.
- The clock slew at the register clock pins of the worst setup and hold paths is 30 ps.
- The largest net degree at the start of global routing is 6.
- The number of sinks driven by the clock tree reads 5.
- The worst setup path is of the reg -> out kind.
- The buffer-and-inverter tally for the worst setup path reads 1.
- The number of cells in the design after placement is 616.
- The count of pins over their slew limit reads 0.
- The tally of nets with antenna violations remaining after routing reads 0.
- The flop and latch count out of synthesis is 5.
- The worst min-delay path endpoint reads state[0].
- The buffer depth of the longest clock path reads 2.
- The share of the cycle needed by the critical path after routing is 83.0%.
- The area reported by Yosys stat is 1200 sq um.
[how the worst max path moves through the flow]
stage         start   end  slack [ps]
global route   busy  busy         190
CTS            busy  busy         190
finish         busy  busy         200
[logic make-up (layout without fill, tap and decap cells)]
kind of cell / count (synthesis) / after routing / synth area share [%]
AND/OR/NAND/NOR: 5 / 5 / 2.19
buffers and inverters: 140 / 6 / 87.6
other: 2 / 140 / 0.626
flip-flops: 5 / 5 / 8.34
AND-OR/OR-AND: 3 / 3 / 1.25
[area by class of cell]
| type | instances | area share [%] |
|---|---|---|
| clock buffers | 4 | 5.87 |
| well taps | 461 | 43.0 |
| repair buffers | 2 | 1.40 |
| multi-input cells | 148 | 42.2 |
| flip-flops and latches | 5 | 7.55 |
[power breakdown]
| part | internal, uW | switching [uW] |
|---|---|---|
| clock | 439 | 99.7 |
| combinational | 2.91 | 33.5 |
| sequential | 167 | 0.0000000000000782 |
| total | 610 | 133 |
[cells in the mapped netlist]
library cell,count
or2_1,1
o21ai_0,2
nor2b_1,2
buf_4,140
conb_1,2
nor2_1,2
a21oi_1,1
dfxtp_1,5
[timing repair]
action                     CTS  global route
setup endpoints to repair    1             0
setup buffers                0             0
resized                      2             0
[routing by layer]
metal	part of all wire [%]	routed length, um
met1	69	1410
met2	13	259
met3	18	362
met4	0	0
met5	0	0
[per-stage QoR]
stage	utilization [%]	power, uW	setup WS (ps)
floorplan	-	494	593
global placement	3.54	218	108
detailed placement	3.54	214	109
CTS	3.76	760	192
global route	3.76	792	187
finish	3.76	743	204
Power figures rest on the tool's default switching activity, not on a simulated workload.
