<file path="flow/config.mk">
export PLATFORM = sky130hd
export DESIGN_NAME = bithub_secure_link
export DESIGN_NICKNAME = bithub_secure_link
export VERILOG_FILES = /design/flow/design.v
export SDC_FILE = /design/flow/constraint.sdc
export NUM_CORES = 4
export LEC_CHECK = 1
export CORE_AREA = 10 10 258 258
export DIE_AREA = 0 0 268 268
</file>
<file path="flow/design.v">
module bithub_secure_link #(
  parameter DATA_W = 64
)(
  input  wire                   clk,
  input  wire                   rst_n,
  input  wire [DATA_W-1:0]      app_tx_tdata,
  input  wire                   app_tx_tvalid,
  output wire                   app_tx_tready,
  input  wire                   app_tx_tlast,
  output wire [DATA_W-1:0]      app_rx_tdata,
  output wire                   app_rx_tvalid,
  input  wire                   app_rx_tready,
  output wire                   app_rx_tlast,
  output wire [DATA_W-1:0]      net_tx_tdata,
  output wire                   net_tx_tvalid,
  input  wire                   net_tx_tready,
  output wire                   net_tx_tlast,
  input  wire [DATA_W-1:0]      net_rx_tdata,
  input  wire                   net_rx_tvalid,
  output wire                   net_rx_tready,
  input  wire                   net_rx_tlast,
  input  wire                   gov_enable,       
  input  wire                   bci_pause,        
  input  wire                   maint_window,     
  output wire                   id_req,           
  input  wire                   id_ok,            
  output wire                   key_req,          
  input  wire                   key_ok,           
  input  wire [255:0]           peer_allow_mask,  
  output reg  [31:0]            tlm_tx_pkts,
  output reg  [31:0]            tlm_rx_pkts,
  output reg  [31:0]            tlm_replays_blocked,
  output reg  [31:0]            tlm_auth_fail
);
  wire policy_ok = gov_enable & id_ok & key_ok;
  wire throttle  = bci_pause & ~maint_window;
  reg  [63:0] tx_seq;
  reg  [63:0] rx_expected_seq;
  wire        replay_ok;
  assign app_tx_tready = policy_ok & net_tx_tready & ~throttle;
  assign id_req  = ~id_ok & gov_enable;
  assign key_req = id_ok & ~key_ok & gov_enable;
  always @(posedge clk or negedge rst_n) begin
    if (!rst_n) begin
      tlm_tx_pkts         <= 0;
      tlm_rx_pkts         <= 0;
      tlm_replays_blocked <= 0;
      tlm_auth_fail       <= 0;
      tx_seq              <= 0;
      rx_expected_seq     <= 0;
    end else begin
      if (policy_ok && app_tx_tvalid && app_tx_tready && app_tx_tlast) begin
        tlm_tx_pkts <= tlm_tx_pkts + 1;
        tx_seq      <= tx_seq + 1;
      end
      if (policy_ok && net_rx_tvalid && net_rx_tready && net_rx_tlast) begin
        tlm_rx_pkts <= tlm_rx_pkts + 1;
        if (!replay_ok) tlm_replays_blocked <= tlm_replays_blocked + 1;
        else            rx_expected_seq     <= rx_expected_seq + 1;
      end
      if (!policy_ok && (app_tx_tvalid || net_rx_tvalid)) begin
        tlm_auth_fail <= tlm_auth_fail + 1;
      end
    end
  end
  assign net_rx_tready = policy_ok & ~throttle;
  assign net_tx_tdata  = app_tx_tdata;
  assign net_tx_tvalid = app_tx_tvalid & app_tx_tready;
  assign net_tx_tlast  = app_tx_tlast;
  assign app_rx_tdata  = net_rx_tdata;
  assign app_rx_tvalid = net_rx_tvalid & net_rx_tready;
  assign app_rx_tlast  = net_rx_tlast;
endmodule
</file>
<file path="flow/run.sh">
#!/bin/bash
# OpenROAD 26Q1-2900-gdf79404cd8, Yosys 0.63+post, stock flow scripts
make -C /OpenROAD-flow-scripts/flow DESIGN_CONFIG=/design/flow/config.mk WORK_HOME=/design/flow/orfs finish
</file>
<file path="flow/constraint.sdc">
current_design bithub_secure_link

set clk_period 4.7
set clk_io_pct 0.2

create_clock -name clk0 -period $clk_period [get_ports {clk}]

set non_clock_inputs [all_inputs -no_clocks]
set_input_delay [expr $clk_period * $clk_io_pct] -clock clk0 $non_clock_inputs
set_output_delay [expr $clk_period * $clk_io_pct] -clock clk0 [all_outputs]
</file>
==> results_slide.txt <==
Implementation Results

Setup path
  • Largest stage delay on the critical path: 0.58 ns
  • Reg-to-Reg Start: tlm_auth_fail[3]
  • Critical R2R Capture: tlm_auth_fail[26]
  • CP Launch Type: primary input
  • Delay-heaviest family, CP: buffers and inverters
  • CP cell instances: clkdlybuf4s50_1, and3_1, and3_1, and2_1, clkdlybuf4s50_1
  • Crit-path slowest cell: clkdlybuf4s50_1
  • Worst-case reg-to-reg path depth: 6
  • Required @ worst endpoint: 3.76 ns
  • Critical Path Sink Type: primary output
  • Crit path buffers/inverters: 2
  • CP max FO: 8
  • WS Path Type: in -> out
  • Slack of the worst reg-to-reg path: 2.23 ns
  • Worst path arrival time: 2.68 ns

Routing
  • Diode count: 0
  • Routed WL: 17.0 mm
  • Initial DRC count: 149
  • Post-route ant nets: 0
  • Drt drc: 0
  • 1st-pass router iterations: 4
  • Wirelength per Cell: 12.6 um
  • Vias/cell: 2.74
  • Via count: 3714

Logic synthesis
  • Top cells by count: buf_4, dfrtp_1, xnor2_1
  • Chip Area, Yosys: 0.00556 sq mm
  • Dominant flop cell: dfrtp_1
  • Seq share, synth: 43.2%
  • Synthesized area per cell: 9.79 sq um
  • Synth flops: 96
  • Flip-flops with a built-in enable: 0
  • Max-area cell share: 43.2%
  • Post-Synthesis Cell Area: 0.00556 sq mm
  • Synth async-reset ratio: 100%
  • Cell variety after synth: 31
  • Top area cell types: dfrtp_1, buf_4, xnor2_1, xor2_1, nand4_1
  • Synth warnings: 2
  • Syn Inst Count: 568
  • Synth area leader: dfrtp_1
  • Number of cells in Yosys stat: 568
  • Most frequent cell after synthesis: buf_4

Floorplanning
  • Die width: 268 um
  • IO Count: 661
  • Die Ht: 268 um
  • Fp_density: 9.18%
  • # rows: 90
  • Core area: 0.0606 sq mm
  • Die ar.: 0.0718 sq mm

Clock network
  • PostCTS Resize Cnt: 0
  • Clk sink count: 96
  • CTS tree: yes
  • Worst-case clock buffer depth: 2
  • # Post-CTS Setup Buffers: 0
  • Total CTS buffers: 9
  • Clock Tree Root: clkbuf_16
  • Clock-pin slew on the worst setup and hold paths: 0.07 ns
  • H-tree Lvls: 3
  • Late-Pin Clk Latency: 0.37 ns
  • Hold_buf cts: 0

Place
  • Dpl hpwl: 13.8 mm
  • Dpl cells: 1341
  • GP Congestion: 0.821
  • Tally of buffers added on design ports: 115
  • Area after DPL: 0.00665 sq mm

Min path
  • HP Class: reg -> reg
  • Min-Delay Endpoint: tlm_rx_pkts[31]
  • Hold path cells: 1
  • Hold path start: tlm_rx_pkts[31]

Timing
  • Final setup violation count: 0
  • Final-report hold violation count: 0
  • Worst slew pin tran: 1.04 ns
  • Final Cycle Share: 77.0%
  • Rel. slew slack: 30.2%
  • Clock skew after layout: 0.00869 ns
  • RSZ-0062 raised after global routing: false
  • Min Tclk post-route: 3.62 ns
  • Setup TNS: 0 ns
  • Slew Limit Fails: 0
  • Fmax: 0.276 GHz

Finish
  • Final instance count without filler cells: 1357
  • Share of layout cells above drive strength 1: 6.26%
  • Fill count: 6874
  • MI comb area: 0.00199 sq mm
  • Register area: 0.00240 sq mm
  • Final instance area: 0.00694 sq mm
  • Synth-to-Final Area Change: 24.7%

Global route
  • Largest net degree at the start of global routing: 38
  • Global-route usage over all layers: 4.64%
  • Antenna violations before repair: 0
  • M1 GR Usage: 5.69%
  • M2 GR Usage: 5.72%
  • Vias in the first global route: 3871
  • Most used routing layer in global routing: met2
  • Total gr overflow: 0
  • M3 GR Usage: 3.51%
  • First-pass GRT wire length: 24.6 mm

Flow run
  • Max-cap violations: 0
  • OpenROAD warning count: 282

Status
  • Result of the run: finished, final reports clean

Pwr
  • Max VDD drop: 0.215 mV
  • Leak pwr: 2.72 nW
  • Power per cell area: 273 mW/mm^2
kinds of logic after synthesis:
| group | share of synthesized area (%) |
|---|---|
| AND-OR/OR-AND | 0.0899 |
| XOR/XNOR | 14.6 |
| adder cells (fa/ha/maj) | 0.675 |
| buffers and inverters | 23.2 |
| flip-flops | 43.2 |
| multiplexers | 0.607 |
| other | 0.0674 |
| AND/OR/NAND/NOR | 17.5 |
cell usage in the layout (no fill, tap or decap), drive strengths merged, types with 3 or more instances in the layout:
cell | netlist | layout
inv | 17 | 21
xor2 | 33 | 33
nor3 | 15 | 15
conb | 1 | 32
nand3 | 32 | 32
nand4 | 28 | 28
mux2 | 3 | 3
and3 | 8 | 8
and2 | 3 | 3
nand2 | 42 | 42
nor4 | 10 | 10
dfrtp | 96 | 96
and4 | 3 | 3
clkbuf | 2 | 9
nor2 | 35 | 35
buf | 163 | 11
nor2b | 3 | 3
or3 | 3 | 3
clkdlybuf4s50 | 0 | 114
xnor2 | 60 | 60
ha | 3 | 3
through the flow:
step	utilization, %	power [mW]	setup slack, ns	hold slack (ns)
after CTS	11.5	1.95	1.04	0.479
after global routing	11.5	2.01	0.859	0.491
after detailed placement	11.0	1.17	1.04	0.467
after floorplan	-	1.08	2.16	0.420
final	11.5	1.89	1.08	0.472
after global placement	11.0	1.17	1.05	0.462
worst max path at each step:
stage | start | end | slack [ns] | cells after the start
6_report | id_ok | net_tx_tvalid | 1.08 | 5
5_1_grt | id_ok | net_rx_tready | 0.86 | 4
4_1_cts | id_ok | net_rx_tready | 1.04 | 4
report_power, final:
part | internal, mW | switching, mW
sequential | 0.869 | 0.0653
clock | 0.369 | 0.372
combinational | 0.132 | 0.0867
total | 1.37 | 0.524
registers in the layout, indices dropped and copies added, names as in the netlist:
signal         cells
tlm_auth_fail     32
tlm_rx_pkts       32
tlm_tx_pkts       32
layout make-up:
class	instances	area share, %
clock inverters	7	0.865
flip-flops and latches	96	34.6
inverters	17	0.920
clock buffers	9	3.25
well taps	782	14.1
repair buffers	125	17.6
multi-input cells	321	28.6
layer usage:
metal  up-vias  share of wire [%]
li1       1680                  -
met1      1754                 42
met2       203                 35
met3        77                 17
met4         0                6.1
met5         -                  0
Power and IR drop assume default switching activity.
